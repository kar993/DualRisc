$ cat run.sh
#!/bin/bash
# OpenROAD 26Q1-2900-gdf79404cd8, Yosys 0.63+post, stock flow scripts
make -C /OpenROAD-flow-scripts/flow DESIGN_CONFIG=/design/flow/config.mk WORK_HOME=/design/flow/orfs finish
$ cat config.mk
export PLATFORM = sky130hd
export DESIGN_NAME = DataMem
export DESIGN_NICKNAME = DataMem
export VERILOG_FILES = /design/flow/design.v
export SDC_FILE = /design/flow/constraint.sdc
export NUM_CORES = 4
export LEC_CHECK = 1
export CORE_UTILIZATION = 50
$ cat constraint.sdc
current_design DataMem

set clk_period 3.3
set clk_io_pct 0.2

create_clock -name clk0 -period $clk_period [get_ports {clk}]

set non_clock_inputs [all_inputs -no_clocks]
set_input_delay [expr $clk_period * $clk_io_pct] -clock clk0 $non_clock_inputs
set_output_delay [expr $clk_period * $clk_io_pct] -clock clk0 [all_outputs]
$ cat design.v
`timescale 1ns / 1ps
module DataMem(clk,wd,din,addr,dout);
input reg clk,wd;
input reg [15:0]din;
input reg [7:0] addr;
output reg [15:0] dout;
reg [255:0]RAM[15:0];
always@(posedge clk)begin
    if(wd)begin 
        RAM[addr]<=din;
        dout<=din;
    end
    else begin
    dout<=RAM[addr];
    end
end
endmodule
==> job_summary.md <==
### Flow metrics

| Metric | Value |
|---|---|
| Status | `finished, final reports clean` |
| Worst r2r src | `RAM[13][13]` |
| Total grt overflow | `0` |
| Post-Route Skew | `4.68 ps` |
| FF-to-FF path depth | `4` |
| Post-CTS setup buffers | `0` |
| Pin count of the biggest net entering global routing | `32` |
| Flop2flop setup slack | `1580 ps` |
| Number of global-route vias before repair | `5,530` |
| CTS buffer count | `27` |
| Row count | `52` |
| Leak pwr | `0.00405 uW` |
| HPWL after detailed placement | `12,500 um` |
| Initial antenna violation count | `0` |
| Setup_tns | `0 ps` |
| WL/cell | `21.6 um` |
| Synth unique cells | `26` |
| First-pass GRT wire length | `31,000 um` |
| TritonCTS clock tree | `done` |
| Avg Cell Area, Syn | `18.5 um^2` |
| Total of max-cap violations | `0` |
| Post-Syn Area | `10,400 um^2` |
| Htree depth | `1` |
| I/O pin cnt | `42` |
| Slew @ Worst Pin | `755 ps` |
| Global-route usage over all layers | `0.217` |
| Hold Path Depth | `3` |
| Fill count | `1,432` |
| # diodes | `0` |
| Clock sink count | `272` |
| Minimum clock period | `2550 ps` |
| Ys flops | `272` |
| CTS Hold Bufs | `0` |
| YS warnings | `1` |
| DIE HEIGHT | `146 um` |
| CP arrival | `2960 ps` |
| Max Root-Sink Buffers | `3` |
| Die span in x | `146 um` |
| First-pass DRT Iterations | `4` |
| Setup CP Type | `primary input to flop` |
| Core Area | `20,400 um^2` |
| Kind of cell adding the most delay to the critical path | `buffers and inverters` |
| Vias per std cell | `5.65` |
| Critical-path maximum fanout | `19` |
| Port bufs | `37` |
| Clock transition at the registers of the reported paths | `60 ps` |
| Pins Over Slew Limit | `0` |
| Max_slew headroom | `0.497` |
| Tot Pwr | `7070 uW` |
| Critical path capture point type | `flop` |
| Hold EP | `dout[9]` |
| Final hold vios | `0` |
| PwrDens | `583 nW/um^2` |
| Seq share, synth | `0.768` |
| VDD IR-drop max | `460 uV` |
| Via count | `5,219` |
| Crit path cell chain | `clkdlybuf4s50_1 -> nand2_2 -> a211oi_1 -> nor3_1 -> o41a_1` |
| Global placer's final weighted congestion | `0.790` |
| RSZ-0062 raised after global routing | `false` |
| CP Buf/Inv Count | `1` |
| OpenROAD warning count | `29` |
| Crit share post-route | `0.774` |
| # DRC | `0` |
| Core utilization at floorplan | `0.512` |
| Worst skew pair latency | `520 ps` |
| FF-to-FF End | `dout[13]` |
| Layout cell share with drive strength beyond 1 | `0.222` |
| Final ANT Viol Nets | `0` |
| PostCTS Resize Cnt | `0` |
| Crit-path max cell delay | `910 ps` |
| HP Start | `RAM[15][9]` |
| Die area | `21,400 um^2` |
| Synthesis-to-layout area growth | `16.2%` |
| Endpoints failing setup | `0` |
| Yosys synthesis chip area | `10,400 um^2` |
| Fmax | `392 MHz` |
| Final wirelength | `20,000 um` |
| Root buffer cell | `clkbuf_16` |
| Yosys cell count | `563` |
| Required @ worst endpoint | `3710 ps` |
| Tightest Hold Check Type | `flop to flop` |
| Post-Synthesis Cells | `563` |
| Initial DRC Count | `233` |
| Startpoint types | `primary input` |
| CP max-delay cell | `clkdlybuf4s50_1` |
area by class of cell:
| cell class | count | area, um^2 | area share |
|---|---|---|---|
| Sequential cell | 272 | 8010 | 0.660 |
| Multi-Input combinational cell | 256 | 2290 | 0.189 |
| Clock buffer | 32 | 714 | 0.0589 |
| Timing Repair Buffer | 78 | 671 | 0.0553 |
| Tap cell | 270 | 338 | 0.0279 |
| Clock inverter | 16 | 100 | 0.00826 |
cells by family (layout without fill, tap and decap cells):
| kind of cell | Yosys count | after routing | synth area share |
|---|---|---|---|
| buffers and inverters | 35 | 126 | 0.0172 |
| and+or+nand+nor | 65 | 65 | 0.0330 |
| DFF | 272 | 272 | 0.768 |
| muxes | 112 | 112 | 0.129 |
| AOI/OAI and AO/OA | 79 | 79 | 0.0533 |
power by group:
| group | internal [uW] | switching [uW] | total [uW] |
|---|---|---|---|
| sequential | 3860 | 19.3 | 3880 |
| clock | 1610 | 1170 | 2780 |
| combinational | 183 | 221 | 404 |
| total | 5650 | 1410 | 7070 |
through the flow:
| stage | util | cells | instance area, um^2 | hold WS [ps] | setup slack [ps] |
|---|---|---|---|---|---|
| 6_report | 0.595 | 924 | 12100 | 679 | 747 |
| 5_1_grt | 0.595 | 924 | 12100 | 707 | 633 |
| 4_1_cts | 0.595 | 924 | 12100 | 684 | 775 |
| 3_5_place_dp | 0.555 | 876 | 11300 | 666 | 195 |
| 3_3_place_gp | 0.555 | 876 | 11300 | 671 | 239 |
| 2_1_floorplan | - | 563 | 10400 | 623 | 174 |
cells in the final DEF, fill, tap and decap left out:
| master | netlist | final |
|---|---|---|
| bufinv_16 | 0 | 1 |
| buf_4 | 1 | 42 |
| clkbuf_16 | 0 | 27 |
| or3b_1 | 1 | 1 |
| mux4_2 | 15 | 15 |
| o21ai_0 | 13 | 13 |
| nor2_1 | 26 | 14 |
| nor3_2 | 0 | 4 |
| o22ai_1 | 49 | 49 |
| or3b_2 | 2 | 2 |
| nor3_1 | 6 | 2 |
| edfxtp_1 | 256 | 256 |
| clkinv_2 | 0 | 8 |
| clkinvlp_4 | 0 | 1 |
| dfxtp_1 | 16 | 16 |
| nand2_2 | 1 | 1 |
| mux2i_1 | 68 | 68 |
| nand2_1 | 1 | 1 |
| clkdlybuf4s50_1 | 0 | 35 |
| buf_2 | 11 | 1 |
| clkbuf_1 | 17 | 3 |
| nand3_1 | 2 | 2 |
| nor2_2 | 0 | 12 |
| o41a_1 | 15 | 15 |
| or4_1 | 1 | 1 |
| clkinv_1 | 0 | 6 |
| nand3b_1 | 5 | 5 |
| mux2_2 | 29 | 29 |
| clkbuf_8 | 0 | 2 |
| nor2b_1 | 2 | 2 |
| nand2b_1 | 17 | 17 |
| a211oi_1 | 2 | 2 |
| or3_1 | 1 | 1 |
Yosys cell counts, drive strengths merged:
library cell / n / area [um^2]
mux2i: 68 / 681
nand2: 2 / 10.0
nor2b: 2 / 12.5
nor3: 6 / 30.0
nand3: 2 / 10.0
nand3b: 5 / 37.5
or4: 1 / 7.51
o22ai: 49 / 307
mux2: 29 / 327
dfxtp: 16 / 320
edfxtp: 256 / 7690
or3b: 3 / 26.3
mux4: 15 / 338
buf: 18 / 115
nand2b: 17 / 106
a211oi: 2 / 15.0
nor2: 26 / 97.6
o41a: 15 / 169
clkbuf: 17 / 63.8
o21ai: 13 / 65.1
or3: 1 / 6.26
worst max path at each step:
stage / cells after the start / end / start
global route: 5 / dout[9] / addr[1]
finish: 5 / dout[9] / addr[1]
CTS: 4 / RAM[3][15] / addr[1]
per-layer routing:
metal / routed length [um] / up-vias / track usage
li1: - / 2411 / -
met1: 7770 / 2525 / 0.342
met2: 9250 / 249 / 0.305
met3: 2440 / 34 / 0.118
met4: 518 / 0 / 0.0464
met5: 0 / - / 0
worst min-delay path: cells and delay by family, from the launching register on:
kind | cells | cell delay [ps]
DFF | 1 | 320
AOI/OAI and AO/OA | 2 | 270
muxes | 1 | 70
state kept, by name (all words and copies together) (netlist names):
name	cells
RAM	256
dout	16
No activity file was given, so power comes from the tool's default toggle rates.
